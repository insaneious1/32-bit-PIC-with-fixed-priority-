**./design.v**
```verilog
`timescale 1ns / 1ps
module irr (
	input clk,           	 
	input reset,         	 
	input [31:0] irq,     	 
	input [31:0]isr,     	 
	output reg [31:0] irr 	 
);
 	reg [31:0] irr2;
	always @(posedge clk or posedge reset   ) begin
    	if (reset) begin
        	irr <= 32'd0;
    	end else begin
       	irr <= irq | irr2;
    	end
	end
	always @(*)begin
    	irr2 = irr;
    	if(isr)begin
        	irr2 = irr2 & isr;
    	end
	end
endmodule
module priority_resolver (
	input clk,reset,
	input [31:0] irr,     	 
	input [31:0] imq,     	 
	output reg [5:0] int_id   
);
   reg [31:0] masked_irr;
	integer i;
  always @(posedge clk) begin
    	if(reset)begin
        	int_id <= 6'b000000;
    	end
    	else begin
    	masked_irr = irr & imq;
        	int_id <= 6'b111111;
    	if (masked_irr != 32'd0) begin
        	for (i = 0; i < 32; i = i + 1) begin
            	if (masked_irr[i] ) begin
                	int_id <= i;
            	end
        	end
    	end
	end  end
endmodule
module isr (
	input clk,
	input reset,
	input int_ack,
	input [5:0] int_id,
	output reg [31:0] isr
);
  	always @(posedge clk or posedge reset) begin
    	if (reset)
        	isr <= 32'hffffffff;   
     	else  begin
        	if (int_ack) begin
            	isr <= 32'hffffffff;
            	isr[int_id] <= 1'b0;  
        	end 
    	end
	end
endmodule
module vector_generator (
input clk,
input reset,
	input [5:0] int_id,   	 
	output reg [31:0] vector    
);
	always @(posedge clk) begin
	if(reset)
	vector = 32'dz;
	else begin
    	case (int_id)
            	6'b00000: vector = 32'hffffff00;
            	6'b00001: vector = 32'hffffff01;
            	6'b00010: vector = 32'hffffff02;
            	6'b00011: vector = 32'hffffff03;
            	6'b00100: vector = 32'hffffff04;
            	6'b00101: vector = 32'hffffff06;
            	6'b00110: vector = 32'hffffff06;
            	6'b00111: vector = 32'hffffff07;
            	6'b01000: vector = 32'hffffff08;
            	6'b01001: vector = 32'hffffff09;
            	6'b01010: vector = 32'hffffff0a;
            	6'b01011: vector = 32'hffffff0b;
            	6'b01100: vector = 32'hffffff0c;
            	6'b01101: vector = 32'hffffff0d;
            	6'b01110: vector = 32'hffffff0e;
            	6'b01111: vector = 32'hffffff0f;
            	6'b10000: vector = 32'hffffff10;
            	6'b10001: vector = 32'hffffff11;
            	6'b10010: vector = 32'hffffff12;
            	6'b10011: vector = 32'hffffff13;
            	6'b10100: vector = 32'hffffff14;
            	6'b10101: vector = 32'hffffff15;
            	6'b10110: vector = 32'hffffff16;
            	6'b10111: vector = 32'hffffff17;
            	6'b11000: vector = 32'hffffff18;
            	6'b11001: vector = 32'hffffff19;
            	6'b11010: vector = 32'hffffff1a;
            	6'b11011: vector = 32'hffffff1b;
            	6'b11100: vector = 32'hffffff1c;
            	6'b11101: vector = 32'hffffff1d;
            	6'b11110: vector = 32'hffffff1e;
            	6'b11111: vector = 32'hffffff1f;
            	default : vector = 32'bz;
    	endcase
	end
	end
endmodule
module control_logic (
	input clk,               	 
	input [5:0] int_id,  
	input reset,    	 
	output reg int_req ,     	 
	input wire int_ack 	 
);
	always @(*) begin
	if(reset) int_req <= 0;
	else begin
   	if(int_id == 6'bz) begin
        	int_req <= 1'b0;
        	end else
     	if (int_id <32 && !int_ack) begin
        	int_req <= 1'b1;   
    	end else if(int_ack) begin
        	int_req <= 1'b0;   
    	end
   	end
end
endmodule
module mux(
	input clk,
	input reset,
	input int_ack,read,
	input wire [1:0]select,
	input wire [31:0]imr,
	input wire [31:0]irr,
	input wire [31:0]isr,
	input wire [31:0]vector,
	output reg [31:0]outdata  
	);
always @(posedge clk)
	begin
	if(reset)begin
    	outdata <= 32'bz;
    	end
 	else if(int_ack)
    	outdata <= vector;
 	else if(read)
    	begin
        	case(select)
        	2'b00 : outdata <= imr;
        	2'b01 : outdata <= irr;
        	2'b10 : outdata <= isr;
        	2'b11 : outdata <= vector;
        	endcase
     	end
  	end
endmodule
module intrcntrl (
	input clk,           	 
	input reset,      	 
	input read,
	input [31:0] irq,     	 
	input int_ack,       	 
	output int_req,      	 
	output [31:0] data_bus,   
	input wire [1:0]s,   	 
	input wire [31:0]imq   
);
	wire [31:0] irr;      	 
	wire [31:0] isr;      	 
	wire [5:0] int_id;   	 
	wire [31:0] vector;   	 
	irr irr_inst (
    	.clk(clk),
    	.reset(reset),
    	.irq(irq),
    	.irr(irr),
    	.isr(isr)
	);
	priority_resolver priority_resolver_inst (
    	.irr(irr),
    	.imq(imq),
    	.int_id(int_id),
    	.clk(clk),
    	.reset(reset)
    	);
	isr isr_inst (
    	.clk(clk),
    	.reset(reset),
    	.int_id(int_id),
    	.isr(isr),
    	.int_ack(int_ack)
	);
	vector_generator vector_generator_inst (
    	.clk(clk),
    	.reset(reset),
    	.int_id(int_id),
    	.vector(vector)
	);
	control_logic control_logic_inst (
    	.clk(clk),
    	.reset(reset),
    	.int_id(int_id),
    	.int_req(int_req)  ,
    	.int_ack(int_ack)
	);
	mux mux_inst(
     	.clk(clk),
     	.int_ack(int_ack),
     	.read(read),
     	.reset(reset),
     	.imr(imq),
     	.isr(isr),
     	.irr(irr),
     	.vector(vector),
     	.select(s),
     	.outdata(data_bus)
	);
endmodule
```
**./run.sh**
```bash
#!/bin/bash
# OpenROAD 26Q1-2900-gdf79404cd8, Yosys 0.63+post, stock flow scripts
make -C /OpenROAD-flow-scripts/flow DESIGN_CONFIG=/design/flow/config.mk WORK_HOME=/design/flow/orfs finish
```
**./config.mk**
```make
export PLATFORM = sky130hd
export DESIGN_NAME = intrcntrl
export DESIGN_NICKNAME = intrcntrl
export VERILOG_FILES = /design/flow/design.v
export SDC_FILE = /design/flow/constraint.sdc
export NUM_CORES = 4
export LEC_CHECK = 1
export CORE_UTILIZATION = 40
```
**./constraint.sdc**
```tcl
current_design intrcntrl

set clk_period 3.5
set clk_io_pct 0.2

create_clock -name clk0 -period $clk_period [get_ports {clk}]

set non_clock_inputs [all_inputs -no_clocks]
set_input_delay [expr $clk_period * $clk_io_pct] -clock clk0 $non_clock_inputs
set_output_delay [expr $clk_period * $clk_io_pct] -clock clk0 [all_outputs]
```
==> job_summary.md <==
### Flow metrics

| Metric | Value |
|---|---|
| Status | `finished, final reports clean` |
| Buffers plus inverters on the worst setup path | `1` |
| Hold crit path type | `reg2reg` |
| Die H | `120 microns` |
| GPL Wtd Cong | `0.954` |
| Synth top cell by count | `o21ai_0` |
| CP arrival | `2520 ps` |
| WL met1 | `7.56 mm` |
| Via/cell ratio | `5.69` |
| Vias in the first global route | `4535` |
| CP Launch Type | `input pin` |
| # Max-Cap Violations | `0` |
| GRT Total Usage | `0.245` |
| Post-layout min period | `2250 ps` |
| Antenna violations before repair | `0` |
| Synth-to-Final Area Change | `26.4%` |
| Routed WL per cell | `20.2 microns` |
| RSZ-0062 raised after global routing | `false` |
| Mapped Area | `0.00557 sq mm` |
| Area leader share | `0.173` |
| Remaining antenna violation count | `0` |
| CTS tree | `built` |
| CTS Hold Buffers Added | `0` |
| Yosys stat chip area | `0.00557 sq mm` |
| Slowest Stage Delay on Critical Path | `440 ps` |
| Seq cells post-synth | `112` |
| # Cells Yosys | `526` |
| Post-CTS setup buffer count | `0` |
| Top sig layer | `met4` |
| Top cells, area | `edfxtp_1 (17%), dfstp_2 (15%), dfrtp_1 (14%)` |
| H-tree levels | `3` |
| Routed WL | `16.2 mm` |
| Met3 wire len | `1.27 mm` |
| Via count | `4557` |
| Clock skew | `6.52 ps` |
| Worst path required time | `3770 ps` |
| Worst skew pair latency | `360 ps` |
| Remaining Overflow, GRT | `0` |
| Met2 wire len | `7.00 mm` |
| Input/output buffers | `101` |
| Comb area | `0.00250 sq mm` |
| CP max FO | `4` |
| Cell type with the largest total area | `edfxtp_1` |
| Die X-Extent | `120 microns` |
| Top Ports | `103` |
| Log Warnings | `28` |
| Number of remaining DRC errors | `0` |
| Setup violators final | `0` |
| Fin. max-slew vios | `0` |
| Worst slew margin | `0.584` |
| YS warnings | `10` |
| Setup Total Neg Slack | `0 ps` |
| Clk slew on worst S/H paths | `70 ps` |
| Average size of a mapped cell | `10.6 sq um` |
| Setup Slack @ Placement | `891 ps` |
| Synth Instances | `526` |
| Worst Max-Slew Pin Slew | `624 ps` |
| Total power | `2880 uW` |
| Pwr dens | `409 mW/mm^2` |
| Commonest cells in the synthesized netlist | `o21ai_0 (58), nand2b_1 (35), nand2_1 (33)` |
| TritonCTS buffer count | `9` |
| Lkg Pwr | `0.00238 uW` |
| Post-DP HPWL | `11.9 mm` |
| Rows | `42` |
| Max clock buf depth | `2` |
| Largest net degree at the start of global routing | `46` |
| Core Area | `0.0134 sq mm` |
| Fillers | `1195` |
| # diodes | `0` |
| Storage element area | `0.00292 sq mm` |
| Critical Setup Path Class | `in2reg` |
| Final non-filler cell area | `0.00704 sq mm` |
| Delay-heaviest family, CP | `AND-OR/OR-AND gates` |
| Die ar. | `0.0144 sq mm` |
| Final hold viol count | `0` |
| Sequential fraction of the synthesis area | `0.525` |
| First-pass iteration count of the detailed router | `4` |
| Async SR Flop Fraction | `0.571` |
| CTS root buffer | `clkbuf_16` |
| Post-DP Area | `0.00676 sq mm` |
| Total clock sinks | `112` |
| Worst Slack Setup Final | `1250 ps` |
| # resized after CTS | `0` |
| First-pass GRT wire length | `25.6 mm` |
| CP max-delay cell | `clkdlybuf4s50_1` |
| Initial drt markers | `356` |
| Peak supply drop | `0.213 mV` |
| Fin crit share | `0.643` |
| Layout cells sized above 1 | `0.138` |
| Pre-Place Util | `0.415` |
| CP Capture Type | `register` |
| CP cell instances | `clkdlybuf4s50_1 -> a22oi_1 -> nand4_1 -> nor2_4 -> a22o_4 -> and4b_4 -> a211oi_2` |
| Post-synth EDFFs | `32` |
| Max Clk Rate | `0.444 GHz` |
| Most used DFF post-synth | `edfxtp_1` |
| Cell Type Count | `56` |
registers in the layout, summed over array words and instances (netlist names), named ones only:
signal                         flops
irr_inst.irr                      32
isr_inst.isr                      32
mux_inst.outdata                  32
priority_resolver_inst.int_id      6
vector_generator_inst.vector       5
through the flow:
| stage | cells | hold slack (ps) | utilization |
|---|---|---|---|
| floorplan | 526 | 310 | - |
| global placement | 785 | 318 | 0.505 |
| detailed placement | 785 | 318 | 0.505 |
| CTS | 801 | 338 | 0.525 |
| global route | 801 | 348 | 0.525 |
| finish | 801 | 334 | 0.525 |
where the power goes:
part / total (uW) / internal (uW) / switching (uW)
sequential: 1480 / 1420 / 56.1
combinational: 421 / 213 / 208
clock: 981 / 495 / 486
worst register-to-register path, delay by kind of cell (launching register included):
kind                     cells  cell delay, ps
adder cells (fa/ha/maj)      1             280
buffers and inverters        1             120
flip-flops                   1             520
AND-OR/OR-AND                1             130
AND/OR/NAND/NOR              2             830
XOR/XNOR                     1             240
cell families (layout without fill, tap and decap cells):
logic type,count (synthesis),after routing,share of synthesized area
compound gates,182,182,0.230
xor+xnor,4,4,0.00630
fa+ha+maj,4,4,0.00899
buf+inv,35,134,0.0250
flops,112,112,0.525
mux,9,9,0.0175
other cells,1,1,0.000674
simple gates,179,179,0.186
worst paths after layout:
path	from	endpoint	slack (ps)	cells after the start
worst max-delay path	imq[9]	register	1250	7
worst min-delay path	register	vector_generator_inst.vector[4]	330	0
worst max register to register	priority_resolver_inst.int_id[0]	isr_inst.isr[24]	1300	6
worst min register to register	register	vector_generator_inst.vector[4]	330	0
max in group asynchronous	reset	irr_inst.irr[31]	1490	3
min in group asynchronous	reset	irr_inst.irr[16]	1020	2
metal layers:
layer	global-route usage	up-vias
met5	0	-
met2	0.341	154
met1	0.395	2215
li1	-	2167
met4	0.0500	0
met3	0.0757	21
cells in the final DEF, fill, tap and decap left out, drive strengths merged, types with 2 or more instances in the layout:
cell           Yosys  final
o21ai             58     58
mux2i              3      3
o22a              24     24
buf                8     12
nor2b             24     24
a32oi              2      2
a32o               5      5
nor4               9      9
xor2               3      3
nand4              6      6
clkbuf            20     11
a22o               6      6
dfrtp             32     32
clkdlybuf4s50      0     99
inv                7     10
nand3              3      3
o2111ai            2      2
nand2b            35     35
and2               2      2
nor3b             23     23
a21oi             23     23
dfxtp             16     16
o211ai             3      3
and3               2      2
edfxtp            32     32
o22ai              7      7
nor2              34     34
ha                 4      4
a22oi             15     15
mux2               6      6
a31oi              5      5
a221oi             2      2
dfstp             32     32
nor3               4      4
a211oi            26     26
nand2             33     33
clkinv             0      2
area by class of cell:
cell class | count | share of cell area
Sequential cell | 112 | 0.415
Clock buffer | 11 | 0.0333
Inverter | 7 | 0.00373
Multi-Input combinational cell | 379 | 0.356
Timing Repair Buffer | 111 | 0.155
Clock inverter | 5 | 0.00569
Tap cell | 176 | 0.0313
Power figures rest on the tool's default switching activity, not on a simulated workload.
